### design.v
module ML_lfsr(data_out,complete,reset,clock, counter);
input reset;
input clock;
output [8:0] data_out;
output complete;
reg complete; 
reg [8:0] lfsr_reg;		 
output reg [8:0] counter; 
reg tap;
always@(posedge clock or posedge reset)
begin
   if(reset == 1)
begin
lfsr_reg <= 9'b101001010;   
counter <= 9'b000000000;   
end
   else
begin
tap = lfsr_reg[8] ^ lfsr_reg[5];    
lfsr_reg[8:0] <= { lfsr_reg[7:0], tap };
counter = counter + 1;
if(counter < 9'b111111110)  
     complete = 0;
else
      complete = 1; 
end
   end
assign data_out = lfsr_reg;    
endmodule
### run.sh
#!/bin/bash
# OpenROAD 26Q1-2900-gdf79404cd8, Yosys 0.63+post, stock flow scripts
make -C /OpenROAD-flow-scripts/flow DESIGN_CONFIG=/design/flow/config.mk WORK_HOME=/design/flow/orfs finish
### config.mk
export PLATFORM = sky130hd
export DESIGN_NAME = ML_lfsr
export DESIGN_NICKNAME = ML_lfsr
export VERILOG_FILES = /design/flow/design.v
export SDC_FILE = /design/flow/constraint.sdc
export NUM_CORES = 4
export LEC_CHECK = 1
export CORE_AREA = 10 10 94 94
export DIE_AREA = 0 0 104 104
### constraint.sdc
current_design ML_lfsr

set clk_period 1.7
set clk_io_pct 0.2

create_clock -name clk0 -period $clk_period [get_ports {clock}]

set non_clock_inputs [all_inputs -no_clocks]
set_input_delay [expr $clk_period * $clk_io_pct] -clock clk0 $non_clock_inputs
set_output_delay [expr $clk_period * $clk_io_pct] -clock clk0 [all_outputs]
==> results.toml <==
# implementation run metrics
[sta]
drv_slew = 0
worst_pin_slew_ns = 0.241
setup_total_negative_slack_ns = 0
holdWs_ns = 0.373
clock.fmax_mhz = 623
timing.slew.headroom_pct = 83.9
period_used_pct = 94.3
clock_skew_ns = 0.00513
final.min_clock_period_ns = 1.60
grt_setup_unrepaired = "false"
final.setup.worst_slack_ns = 0.0961
final-hold-violation-count = 0
finalSetupViolCount = 0

[logic_synthesis]
synth_sequential_area_ratio_pct = 73.1
yosys_area_um2 = 664
syn-cell-area_um2 = 664
simple_gate_share_pct = 10.4
synth-adder-area-share_pct = 1.88
topCombFamilyByArea = "XOR/XNOR gates"
synthDominantCellAreaShare_pct = 52.7
ys.warnings.count = 1
largest_area_cell = "sky130_fd_sc_hd__dfrtp_1"
yosys_cells = 43
synthesis.area_per_instance_um2 = 15.5
ys_sh_aoi_pct = 0
post_synth_main_area_contributors = "sky130_fd_sc_hd__dfrtp_1, sky130_fd_sc_hd__dfstp_2, sky130_fd_sc_hd__xnor2_1, sky130_fd_sc_hd__xor2_1, sky130_fd_sc_hd__edfxtp_1"
synth_xor_xnor_area_share_pct = 13.0
synthDistinctLibCells = 14
mux_share_pct = 0
synth_cells = 43
synth_flop_count = 19

[grt]
globalRoute.busiestLayer = "met1"
use_met3_pct = 2.32
antenna_violations_before_repair = 0
gr-usage-met2_pct = 3.33
maximum_number_of_pins_on_one_net_before_global_route_repair = 19
first_global_vias = 407
grt.total_usage_pct = 2.89
grtUsageMet1_pct = 4.17
globalRouteOverflowTotal = 0
grt_pass1_wl_mm = 2.40

[setup_path]
worst_ep_required_time_ns = 1.36
arrival_ns = 1.26
worstPathBufferInverterCount = 1
critPathTopFamily = "flip-flops"
start_kind = "register"
slowest_library_cell_on_the_worst_path = "sky130_fd_sc_hd__dfstp_2"
worstSetupPathType = "register to primary output"
cell_chain_critical_path = "clkdlybuf4s50_1"
critical_path.max_stage_delay_ns = 0.55
endpoint_kind = "primary output"
crit_path_max_fanout = 2

[run]
drv_cap = 0
warning_count = 25

[cts]
post-cts-setup-buffer-count = 0
postCtsResizedCells = 0
clock_latency_on_the_worst_skew_pair_ns = 0.25
cts_inserted_buffers = 3
clock-root-buffer = "sky130_fd_sc_hd__clkbuf_8"
clock_tree_from_tritoncts = "built"
maximum_number_of_buffers_from_clock_root_to_sink = 2
postCtsHoldBufs = 0
clk_transition_reported_paths_ns = 0.07
htree_depth = 1
cts.sink_count = 19

[route]
drc = 0
drtPass1Iterations = 2
wirelength_mm = 1.57
routed-via-count = 388
diodes = 0
wl_per_cell_um = 9.54
antenna_violating_nets_post_route = 0
detail_route.vias_per_cell = 2.37
drt_iter0_drc = 15

[finish]
fillerInstances = 785
logic_area_um2 = 168
drive_above_1_share_pct = 17.6
area_taken_by_flip_flops_and_latches_um2 = 485
area_growth_syn_to_layout_pct = 56.3
most-common-layout-cells = "sky130_fd_sc_hd__clkdlybuf4s50_1, sky130_fd_sc_hd__dfrtp_1"
final_layout_top_logic_cell = "sky130_fd_sc_hd__clkdlybuf4s50_1"

[power]
power_density_mw_per_mm2 = 748
p_total_w = 0.000777
total_leakage_power_nw = 0.427
max-vdd-ir-drop_mv = 0.286

[placement]
number_of_port_buffers = 20
gp_congestion = 0.697
detailed_placement_hpwl_mm = 1.26
pre_cts_ws_ns = 0.320

[floorplan]
die_x_um = 104
die-height_um = 104
core_mm2 = 0.00683
placement_rows = 30
die_area_mm2 = 0.0108
io_pins = 21
fp_util_pct = 9.73

[status]
run_status = "finished, final reports clean"

[worst_hold_path]
min-delay-path-class = "register to register"
## cells in the mapped netlist
cell type / count
sky130_fd_sc_hd__nor2_1: 2
sky130_fd_sc_hd__nand2_1: 1
sky130_fd_sc_hd__xor2_2: 1
sky130_fd_sc_hd__dfrtp_1: 14
sky130_fd_sc_hd__xnor2_1: 4
sky130_fd_sc_hd__nand3_1: 4
sky130_fd_sc_hd__nor4b_2: 1
sky130_fd_sc_hd__dfstp_2: 4
sky130_fd_sc_hd__xor2_1: 4
sky130_fd_sc_hd__and4_2: 1
sky130_fd_sc_hd__inv_1: 3
sky130_fd_sc_hd__nand4_1: 2
sky130_fd_sc_hd__ha_1: 1
sky130_fd_sc_hd__edfxtp_1: 1
## per-stage QoR
step                      cell area [um^2]  std cells  util (%)
final                                 1040        164      15.2
after global routing                  1040        164      15.2
after CTS                             1040        164      15.2
after detailed placement               992        160      14.5
after global placement                 992        160      14.5
after floorplan                        664         43         -
## final timing paths
| path | start | end | slack (ns) | cells after the start |
|---|---|---|---|---|
| worst max-delay path | lfsr_reg[8] | data_out[8] | 0.1 | 1 |
| worst min-delay path | lfsr_reg[2] | lfsr_reg[3] | 0.37 | 0 |
| worst max register to register | counter[0] | complete | 0.31 | 4 |
| worst min register to register | lfsr_reg[2] | lfsr_reg[3] | 0.37 | 0 |
| max in group asynchronous | reset | lfsr_reg[1] | 0.95 | 3 |
| min in group asynchronous | reset | counter[8] | 0.48 | 3 |
## report_power, final
group,switching (W),internal (W),total [W]
clock network,0.000143,0.000163,0.000306
registers,0.000000256,0.000456,0.000456
logic,0.00000976,0.00000463,0.0000144
## routing by layer
| layer | routed length, um | vias to the layer above | part of all wire (%) |
|---|---|---|---|
| li1 | - | 193 | - |
| met4 | 0 | 0 | 0 |
| met2 | 584 | 16 | 37 |
| met1 | 770 | 179 | 49 |
| met5 | 0 | - | 0 |
| met3 | 210 | 0 | 13 |
## area by class of cell
type                       instances  area share (%)
sequential                        19            46.7
timing repair buffer              21            20.0
multi-input combinational         21            16.1
tap                               96            11.6
clock buffer                       3            3.98
inverter                           3            1.08
clock inverter                     1           0.482
## kinds of logic (layout without fill, tap and decap cells)
logic type	after synthesis	after routing
fa+ha+maj	1	1
xor+xnor	9	9
buf+inv	3	28
flops	19	19
simple gates	11	11
